==> ./design.v <==
parameter NBITS_DATA = 32;
module FlipFlopAsync(
  input logic clk, reset,
  input logic [NBITS_DATA-1:0] data_in,
  output logic [NBITS_DATA-1:0] data_out
);
  always_ff @ (posedge reset or posedge clk) begin
    if (reset)
      data_out <= 0;
    else
      data_out <= data_in;
  end
endmodule
==> ./run.sh <==
#!/bin/bash
# OpenROAD 26Q1-2900-gdf79404cd8, Yosys 0.63+post, stock flow scripts
make -C /OpenROAD-flow-scripts/flow DESIGN_CONFIG=/design/flow/config.mk WORK_HOME=/design/flow/orfs finish
==> ./config.mk <==
export PLATFORM = sky130hd
export DESIGN_NAME = FlipFlopAsync
export DESIGN_NICKNAME = FlipFlopAsync
export VERILOG_FILES = /design/flow/design.v
export SDC_FILE = /design/flow/constraint.sdc
export NUM_CORES = 4
export LEC_CHECK = 1
export CORE_AREA = 10 10 106 106
export DIE_AREA = 0 0 116 116
==> ./constraint.sdc <==
current_design FlipFlopAsync

set clk_period 1.0
set clk_io_pct 0.2

create_clock -name clk0 -period $clk_period [get_ports {clk}]

set non_clock_inputs [all_inputs -no_clocks]
set_input_delay [expr $clk_period * $clk_io_pct] -clock clk0 $non_clock_inputs
set_output_delay [expr $clk_period * $clk_io_pct] -clock clk0 [all_outputs]
==> results.py <==
# Synthesis and PnR figures
metrics = {
    "min_path": {
        "worstHoldPathType": "primary input to async pin",
    },
    "drt": {
        "drtIter0Drc": 11,
        "viasPerCell": 2.55,
        "num_vias": 550,
        "ant_nets": 0,
        "wl_per_cell_um": 12.6,
        "dr.pass1.iters": 2,
        "drc": 0,
        "wirelength_um": 2720,
        "antenna-diode-count": 0,
    },
    "floorplanning": {
        "io_pins": 66,
        "die_y_um": 116,
        "die_w_um": 116,
        "die-area_sq_um": 13500,
        "rows": 34,
        "fp-utilization_pct": 9.09,
        "coreArea_sq_um": 8850,
    },
    "synthesis": {
        "ys_seq_share_pct": 99.5,
        "synthCells": 33,
        "yosys_warnings": 1,
        "yosys.cell_types.count": 2,
        "ys_cells": 33,
        "top_area_cell": "dfrtp_1",
        "synth_flops": 32,
        "topCellsByArea": "dfrtp_1, inv_1",
        "syn-cell-area_sq_um": 805,
        "syn_area_per_cell_sq_um": 24.4,
        "ys_area_sq_um": 805,
        "netlist.area_leader.share_pct": 99.5,
    },
    "timing": {
        "hold_violations": 0,
        "slew_violations": 0,
        "finalSetupViolations": 0,
        "tightest_slew_ps": 141,
        "layout_setup_ws_ps": 43.5,
        "fmax_mhz": 1050,
        "timing.final.crit_share_pct": 95.7,
        "fin_tns_setup_ps": 0,
        "period_needed_ps": 957,
        "rsz0062_at_grt": "yes",
        "max_slew_margin_pct": 90.6,
    },
    "power": {
        "totalPowerFinal_mw": 2.57,
        "power-per-cell-area_nw_per_um2": 1660,
        "peakVddDrop_v": 0.000572,
        "p_leak_nw": 0.693,
    },
    "clock_network": {
        "clockBufferDepth": 2,
        "numCtsBuffers": 5,
        "cts.clk_slew.worst_paths_ps": 70,
        "htree_levels": 2,
        "cts-root-buf": "clkbuf_8",
        "cts_tree": "built",
        "cts_sinks": 32,
        "postCtsHoldBufs": 0,
        "post_cts_buffers": 0,
    },
    "placement": {
        "place_area_sq_um": 1620,
        "io_buffers": 65,
        "routabilityCongestion": 0.665,
        "dpl_worst_slack_ps": -19.2,
    },
    "layout": {
        "final_area_sq_um": 1550,
        "logic_gate_count": 0,
        "final-seq-area_sq_um": 801,
        "synthToLayoutAreaGrowth_pct": 92.4,
        "layout-drive-gt1-share_pct": 37.0,
        "top_regs": "data_out x32",
        "comb_area_sq_um": 0,
        "layout.cells.most_common": "clkdlybuf4s50_1",
        "largest_register_ffs": 32,
        "layout_top_cells": "clkdlybuf4s50_1, dfrtp_1, buf_2",
        "final.fill_count": 987,
        "top_register": "data_out",
    },
    "global_routing": {
        "grt_pass1_wl_um": 4050,
        "grt_usage_pct": 3.91,
        "grt_max_degree": 26,
        "antenna_found_initial": 0,
        "grt_overflow": 0,
        "grt_pass1_vias": 636,
    },
    "critical_path": {
        "cp.buffers_inverters": 1,
        "crit_path_end_kind": "primary output",
        "worstPathCellList": "buf_2",
        "path_max_fanout": 1,
        "arrival_ps": 760,
        "cp-start-kind": "register",
        "required_ps": 800,
        "cp_num_cells": 1,
        "path_class": "register to primary output",
        "slowest_delay_ps": 360,
        "cpMaxStageDelayCell": "dfrtp_1",
        "cp_top_family": "flip-flops",
    },
    "job": {
        "cap_violations": 0,
        "warnings": 26,
    },
    "outcome": {
        "status": "complete, no violations",
    },
}
kinds of logic after synthesis:
kind of cell	share of synthesized area [%]
buf+inv	0.466
flops	99.5
repair_timing:
action,4_1_cts,5_1_grt
gates resized,103,0
pin swaps,0,0
setup endpoints to repair,32,1
synth_stat cells (all sizes together):
library cell / n
inv: 1
dfrtp: 32
layer usage:
metal  vias up  wire (um)  global-route usage [%]  part of all wire [%]
li1        245          -                       -                     -
met1       252       1090                    4.75                    40
met2        53       1110                    5.54                    41
met3         0        510                    3.14                    19
met4         0          0                   0.334                     0
met5         -          0                       0                     0
stage by stage:
| step | utilization [%] | cells | hold WS, ps |
|---|---|---|---|
| 6_report | 17.5 | 216 | 292 |
| 5_1_grt | 17.5 | 216 | 287 |
| 4_1_cts | 17.5 | 216 | 279 |
| 3_5_place_dp | 18.3 | 208 | 567 |
| 3_3_place_gp | 18.3 | 208 | 557 |
| 2_1_floorplan | - | 33 | 231 |
worst max-delay path by stage:
| stage | start | to | slack, ps |
|---|---|---|---|
| global route | data_out[13] | data_out[13] | -3 |
| finish | data_out[13] | data_out[13] | 40 |
| CTS | data_out[13] | data_out[13] | 20 |
cell type report:
cell class / instances / area share (%)
sequential: 32 / 51.7
timing repair buffer: 67 / 33.5
tap: 108 / 8.73
clock buffer: 8 / 5.82
inverter: 1 / 0.243
power by group:
group          switching [mW]  leakage, nW  internal [mW]
logic                  0.0623        0.275          0.164
registers              0.0132        0.373           1.36
clock network           0.410       0.0455          0.560
total                   0.486        0.693           2.08
Power figures rest on the tool's default switching activity, not on a simulated workload.
