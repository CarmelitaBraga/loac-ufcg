**flow/config.mk**
```make
export PLATFORM = sky130hd
export DESIGN_NAME = ContadorSincronoMod10
export DESIGN_NICKNAME = ContadorSincronoMod10
export VERILOG_FILES = /design/flow/design.v
export SDC_FILE = /design/flow/constraint.sdc
export NUM_CORES = 4
export LEC_CHECK = 1
export CORE_AREA = 10 10 70 70
export DIE_AREA = 0 0 80 80
```
**flow/constraint.sdc**
```tcl
current_design ContadorSincronoMod10

set clk_period 2.2
set clk_io_pct 0.2

create_clock -name clk0 -period $clk_period [get_ports {clk}]

set non_clock_inputs [all_inputs -no_clocks]
set_input_delay [expr $clk_period * $clk_io_pct] -clock clk0 $non_clock_inputs
set_output_delay [expr $clk_period * $clk_io_pct] -clock clk0 [all_outputs]
```
**flow/design.v**
```verilog
parameter NBITS_COUNT = 4;
module ContadorSincronoMod10(
  input logic clk, reset, load, counter_on, count_up,
  input logic [NBITS_COUNT-1:0] Data_in,
  output logic [NBITS_COUNT-1:0] Count
);
  always_ff @(posedge reset or posedge clk) begin
    if (reset)
      Count <= 0;
    else if (load)
      Count <= Data_in;
    else if (counter_on) begin
      if(count_up) begin
        if (Count == 9) Count <= 0;
        else Count <= Count + 1;
      end
    else
      if (Count == 0) Count <= 9;
      else Count <= Count - 1;
  end
end
endmodule
```
**flow/run.sh**
```bash
#!/bin/bash
# OpenROAD 26Q1-2900-gdf79404cd8, Yosys 0.63+post, stock flow scripts
make -C /OpenROAD-flow-scripts/flow DESIGN_CONFIG=/design/flow/config.mk WORK_HOME=/design/flow/orfs finish
```
==> results.cfg <==
; yosys + openroad results
[logic_synthesis]
synth.yosys.warnings = 1
ys_chip_area_um2 = 338
ys_seq_share_pct = 29.6
synthesis.instances = 42
top_area_cell = dfrtp_1
topCellsByArea = dfrtp_1, o2111ai_1, xnor2_1, nand2_1, and2_1
syn_area_per_cell_um2 = 8.04
flop_cell = dfrtp_1
numSynthFlops = 4
async_reset_ff_share_pct = 100
synth_stat.cells = 42
netlist.area_leader.share_pct = 29.6
syn_area_um2 = 338
edf_count = 0
synth_cell_type_count = 27

[timing]
setup_tns_ns = 0
max-slew-margin-rel_pct = 77.1
fmax_ghz = 0.570
period_used_pct = 79.8
final_max_slew_viol_count = 0
max_slew.worst_pin.slew_ns = 0.343
rsz0062_at_grt = false
hold_violations = 0
setup_viol = 0
skew_ns = 0.00225
fin_crit_ns = 1.75

[route]
avgRoutedWirePerCell_um = 9.54
viasPerCell = 3.60
drt_iter0_drc = 19
drtAntennaViolNets = 0
antenna-diode-count = 0
vias = 356
wl_um = 944
dr.pass1.iters = 4
remaining_drc_errors = 0

[clocking]
post_cts_resized = 0
root_buffer = clkbuf_4
path_clk_slew_ns = 0.04
clock_sinks = 4
worstSkewPairLatency_ns = 0.23
cts_buffers = 3
hold_buffers = 0
cts_tree = done
cts_buffer_depth = 2
htree_levels = 1
cts_setup_buffers = 0

[critical_path]
cp.arrival_ns = 1.31
critPathKind = reg2out
crit_required_ns = 1.76
crit_path_end_kind = output pin
crit_family = buffers and inverters
start_kind = flip-flop
crit_fanout = 11
cp_slowest_cell = clkdlybuf4s50_1
crit_path_cell_trace = clkdlybuf4s50_1
cpPeakStageDelay_ns = 0.55
worst-path-buf-inv = 1

[place]
dp_hpwl_um = 752
postPlaceCellArea_um2 = 492
gp_congestion = 0.851
dp.cells = 96
io_buffers = 12

[pwr]
ir_drop_uv = 148
seq_power_share_pct = 38.6
p_int_mw = 0.196
switching_share_pct = 28.9
comb_power_share_pct = 28.8
powerDensity_nw_per_um2 = 537
total_power_mw = 0.276
leakagePower_nw = 0.201
switching_power_mw = 0.0797
clkPwrFrac_pct = 32.6

[global_route]
antenna_found_initial = 0
overflow = 0
grt_usage_pct = 2.97
grt_pass1_wl_mm = 1.55
grt_max_degree = 12
grt_pass1_vias = 350

[die]
die-area_um2 = 6400
dieWidth_um = 80
io_pins = 13
core_um2 = 3420
dieHeight_um = 80
rows = 21
fp_util_pct = 9.89

[final_layout]
final_cells = 99
final_cell_area_um2 = 514
largest_register_ffs = 4
layout-drive-gt1-share_pct = 5.66
fin_util_pct = 15.1
syn_to_final_growth_pct = 52.2
top_register = Count
top_regs = Count (4)

[run_status]
status = completed

[flow_run]
cap_violations = 0
tool_warnings = 25

[min_path]
worstHoldPathType = in2async
[cell usage after synthesis (2+ instances only)]
master	number
nand2_1	4
o21ai_0	2
nor2_1	3
o2111ai_1	2
dfrtp_1	4
inv_1	3
and2_1	2
xnor2_1	2
clkbuf_1	2
[cell families after synthesis]
group,share of synthesized area [%]
AND-OR/OR-AND,25.9
AND/OR/NAND/NOR,26.3
flip-flops,29.6
XOR/XNOR,7.78
buffers and inverters,10.4
[per-layer routing]
layer,track usage (%),wire [µm],share of wire (%)
met5,0,0,0
met4,0.704,19,2.0
met3,1.14,44,4.7
met2,4.65,429,45
met1,3.74,451,48
[cell usage in the layout, fill, tap and decap left out, drive strengths merged, types with 2 or more instances in the layout]
cell type,instances
o2111ai,2
nor2,3
inv,3
xnor2,2
o21ai,3
nand2,4
clkdlybuf4s50,12
and2,2
clkbuf,3
dfrtp,4
[power by group through the flow]
stage / logic, mW / registers [mW] / clock network, mW
CTS: 0.0806 / 0.106 / 0.0947
global route: 0.0885 / 0.109 / 0.104
finish: 0.0794 / 0.107 / 0.0900
[final cells by class]
class                           count  area [µm²]
Sequential cell                     4         100
Timing Repair Buffer               12         120
Multi-Input combinational cell     31         203
Clock buffer                        3        22.5
Inverter                            3        11.3
Tap cell                           46        57.6
Fill cell                         393        2900
[worst paths after layout]
| path | startpoint | end | slack (ns) | cells past startpoint |
|---|---|---|---|---|
| max | Count[0]$_DFFE_PP0P_ | Count[0] | 0.45 | 1 |
| min in group clk0 | Count[2]$_DFFE_PP0P_ | Count[2]$_DFFE_PP0P_ | 0.69 | 1 |
| max in group asynchronous | reset | Count[2]$_DFFE_PP0P_ | 1.66 | 2 |
| min | reset | Count[0]$_DFFE_PP0P_ | 0.39 | 2 |
| max reg2reg | Count[0]$_DFFE_PP0P_ | Count[3]$_DFFE_PP0P_ | 0.78 | 3 |
| min reg2reg | Count[2]$_DFFE_PP0P_ | Count[2]$_DFFE_PP0P_ | 0.69 | 1 |
[through the flow]
step                      setup WS [ns]  hold slack [ns]
after global placement            0.362            0.641
final                             0.445            0.390
after CTS                         0.436            0.386
after floorplan                   0.810            0.206
after detailed placement          0.335            0.638
after global routing              0.379            0.394
