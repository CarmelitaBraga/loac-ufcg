--- run.sh ---
#!/bin/bash
# OpenROAD 26Q1-2900-gdf79404cd8, Yosys 0.63+post, stock flow scripts
make -C /OpenROAD-flow-scripts/flow DESIGN_CONFIG=/design/flow/config.mk WORK_HOME=/design/flow/orfs finish
--- constraint.sdc ---
current_design ContadorUpDown

set clk_period 2.8
set clk_io_pct 0.2

create_clock -name clk0 -period $clk_period [get_ports {clk}]

set non_clock_inputs [all_inputs -no_clocks]
set_input_delay [expr $clk_period * $clk_io_pct] -clock clk0 $non_clock_inputs
set_output_delay [expr $clk_period * $clk_io_pct] -clock clk0 [all_outputs]
--- design.v ---
parameter NBITS_COUNT = 4;
module ContadorUpDown(
  input logic clk, reset, count_down,
  output logic [NBITS_COUNT-1:0] Count
);
  always_ff @ (posedge reset or posedge clk) begin
    if (reset)
      Count <= 0;
    else begin
      if (count_down)
        Count <= Count - 1;
      else
        Count <= Count + 1;
    end
  end
endmodule
--- config.mk ---
export PLATFORM = sky130hd
export DESIGN_NAME = ContadorUpDown
export DESIGN_NICKNAME = ContadorUpDown
export VERILOG_FILES = /design/flow/design.v
export SDC_FILE = /design/flow/constraint.sdc
export NUM_CORES = 4
export LEC_CHECK = 1
export CORE_AREA = 10 10 70 70
export DIE_AREA = 0 0 80 80
==> flow_summary.yaml <==
# physical design summary
worst_setup_path:
  cp_slowest_stage_delay_ns: 0.48
  worstPathBufferInverterCount: 1
  worstPathArrival_ns: 1.83
  crit_path_top_delay_cell: "sky130_fd_sc_hd__clkdlybuf4s50_1"
  worstSetupPathType: "in2reg"
  timing.critical_path.max_delay_family: "buffers and inverters"
  end_kind: "flip-flop"
  timing.critical_path.fanout_max: 4
  worstPathRequired_ns: 2.95
  timing.critical_path.from_type: "input pin"
  r2r_slack_ns: 1.58
  critical_path.cell_chain: "clkdlybuf4s50_1, ha_1, a21o_1, a21oi_2, xnor2_1"
power_and_ir_drop:
  fraction_of_power_spent_switching_nets_pct: 27.75
  power_density_nw_per_um2: 832.3
  vdd.ir_drop.worst_uv: 91.61
  p_sw_w: 0.00008006
  internal_power_w: 0.0002084
  total_leakage_power_nw: 0.1493
  power.sequential.fraction_pct: 34.1
  p_clk_share_pct: 24.5
  pwr-share-comb_pct: 41.4
sta:
  timing.final.hold_violations: 0
  fmax_mhz: 597.5
  worst_pin_slew_ns: 0.1704
  totalNegativeSetupSlack_ns: 0
  finalWorstSetupSlack_ns: 1.126
  finClkSkew_ns: 0.0009645
  timing.max_slew.rel_slack_pct: 88.60
  final_period_minus_worst_setup_slack_ns: 1.674
  maxSlewViolCount: 0
  report.final.setup_viol: 0
  final_clock_period_utilization_by_the_worst_path_pct: 59.77
  setup_repair_after_global_routing_missed_its_margin: "no"
grt:
  grt_max_degree: 5
  globalRouteTotalUtil_pct: 1.254
  grt_overflow: 0
  grt_first_pass_wirelength_um: 655
  vias_in_the_first_global_route: 155
  grt_antenna_before_repair: 0
detailed_routing:
  topRoutingLayerUsed: "met4"
  routed-wl-met2_um: 157
  drt_wl_cell_um: 5.694
  totalWireLength_um: 410
  routed-via-count: 149
  avgViaCountPerCell: 2.069
  drt_pass1_iterations: 1
  initialDrtViolationCount: 0
  detailroute.wirelength.met3_um: 65
  wl_met1_um: 175
  n_antenna_cell: 0
  final_antenna_net_count: 0
  drc_errors: 0
cells_and_area:
  area.combinational_um2: 87.58
  post-route-cell-area_um2: 346.6
  area_growth_syn_to_layout_pct: 67.88
  dominant_logic_cell_type_in_the_layout: "sky130_fd_sc_hd__clkdlybuf4s50_1"
  top_register: "Count"
  largest_reg_flops: 4
  layout.area.seq_um2: 100.1
  filler_cell_count: 393
  stdcell_count: 72
  reg.largest.list: "Count x4"
  post-route-util_pct: 10.15
  most-common-layout-cells: "sky130_fd_sc_hd__clkdlybuf4s50_1, sky130_fd_sc_hd__inv_1, sky130_fd_sc_hd__dfrtp_1"
  drive_above_1_share_pct: 15.38
clock_network:
  htree_num_levels: 1
  clock.latency.late_pin_ns: 0.23
  cts_made_buffers: 3
  cts_hold_buf: 0
  cts.repair.resized: 0
  root_buffer: "sky130_fd_sc_hd__clkbuf_4"
  worst_setup_hold_path_clk_slew_ns: 0.04
  cts.sinks: 4
  post-cts-setup-buffer-count: 0
  tritoncts: "built"
  ctsLongestPathBuffers: 2
place:
  placement.setup.worst_slack_ns: 0.8806
  detailedPlacementHpwl_um: 346.4
  dpl_cell_area_um2: 324.1
  placedCellCount: 69
  numPortBuffers: 6
  gpl.final_weighted_congestion: 0.6831
synthesis:
  tally_of_yosys_warning_messages: 1
  yosysSeqAreaShare_pct: 48.48
  ys_cells: 17
  netlist-cell-type-count: 8
  synth.avg_cell_area_um2: 12.14
  syn-cell-area_um2: 206.4
  synth_chip_area_um2: 206.4
  yosys_register_bits: 4
  synth_cells: 17
run_status:
  outcome: "complete, no violations"
run:
  timing.max_cap.violations: 0
  stage_log_warnings: 25
die:
  design.core.area_um2: 3416
  die_ht_um: 80
  placementRows: 21
  dieArea_um2: 6400
  pin_count: 7
  die_x_um: 80
  floorplan_utilization_pct: 6.044
worst_hold_path:
  holdCritPathClass: "reg2reg"
## synth_stat cells, drive strengths merged
master	instances	area [um2]
a21o	1	7.510
a21oi	1	8.760
dfrtp	4	100.1
fa	1	20.02
ha	2	25.02
inv	5	18.77
xnor2	2	17.52
xor2	1	8.760
## cells by family after synthesis
logic type | after synthesis | share of synthesized area, %
fa+ha+maj | 3 | 21.82
compound gates | 2 | 7.881
flops | 4 | 48.49
xor+xnor | 3 | 12.73
buf+inv | 5 | 9.092
## metal layers
metal	up-vias	GRT usage [%]
met5	-	0
met4	0	0.7042
met3	2	0.6818
met2	9	1.685
met1	68	1.542
li1	70	-
## power groups by stage
stage     logic (W)  clock network [W]  registers, W
6_report   0.000119          0.0000707     0.0000984
5_1_grt    0.000134          0.0000768      0.000102
4_1_cts    0.000122          0.0000750     0.0000987
## area by class of cell
| cell class | count | area share (%) |
|---|---|---|
| clock buffers | 3 | 6.498 |
| inverters | 5 | 5.415 |
| multi-input cells | 8 | 25.27 |
| repair buffers | 6 | 17.33 |
| well taps | 46 | 16.61 |
| flip-flops and latches | 4 | 28.88 |
## final timing paths
kind	startpoint	end	cells past startpoint
worst min-delay path	Count[0]	Count[0]	1
min in group asynchronous	reset	Count[0]	2
worst min register to register	Count[0]	Count[0]	1
worst max-delay path	count_down	Count[3]	5
worst max register to register	Count[1]	Count[3]	4
max in group asynchronous	reset	Count[3]	2
## metrics by stage
| step | hold WS (ns) | power [W] |
|---|---|---|
| after detailed placement | 0.4859 | 0.0002214 |
| after global placement | 0.4670 | 0.0002158 |
| after floorplan | 0.3261 | 0.0001583 |
| after CTS | 0.4906 | 0.0002960 |
| after global routing | 0.5275 | 0.0003125 |
| final | 0.4975 | 0.0002885 |
No activity file was given, so power comes from the tool's default toggle rates.
